<file path="./config.mk">
export PLATFORM = sky130hd
export DESIGN_NAME = Function1
export DESIGN_NICKNAME = Function1
export VERILOG_FILES = /design/flow/design.v
export SDC_FILE = /design/flow/constraint.sdc
export NUM_CORES = 4
export LEC_CHECK = 1
export CORE_AREA = 10 10 86 86
export DIE_AREA = 0 0 96 96
</file>
<file path="./constraint.sdc">
current_design Function1

set clk_period 1.0
set clk_io_pct 0.2

create_clock -name clk0 -period $clk_period

set non_clock_inputs [all_inputs -no_clocks]
set_input_delay [expr $clk_period * $clk_io_pct] -clock clk0 $non_clock_inputs
set_output_delay [expr $clk_period * $clk_io_pct] -clock clk0 [all_outputs]
</file>
<file path="./design.v">
`timescale 1ns / 1ps
module Function1(
    input clk,
    input start,
    input [31:0] data,
    output [31:0] outputData
    );
    wire [31:0] shifted [2:0];
    rotr #(7) seven (data,shifted[0]);
    rotr #(18) eighteen (data,shifted[1]);
    shr #(3) three (data,shifted[2]);
    assign outputData = (start==1) ? (shifted[0]^shifted[1]^shifted[2]):31'bz;
endmodule
`timescale 1ns / 1ps
module rotr
#( parameter range=4)
(
    input [31:0] data,
    output [31:0] outData
    );
  assign outData[31-range:0] = data[31:range];
  assign outData[31-:range] = data[0+:range];
endmodule
`timescale 1ns / 1ps
module shr
#(parameter range=4)(
    input [31:0] data,
    output [31:0] shiftedData
    );
    assign shiftedData =  data>>range;
endmodule
</file>
<file path="./run.sh">
#!/bin/bash
# OpenROAD 26Q1-2900-gdf79404cd8, Yosys 0.63+post, stock flow scripts
make -C /OpenROAD-flow-scripts/flow DESIGN_CONFIG=/design/flow/config.mk WORK_HOME=/design/flow/orfs finish
</file>
==> flow_metrics.py <==
# Generated from Yosys and OpenROAD reports
metrics = {
    "routing": {
        "dr_total_vias": 898,
        "drt_pre_antenna_iters": 3,
        "drc": 0,
        "diodes": 0,
        "route.antenna.remaining_nets": 0,
        "drt_iter0_markers": 10,
        "viasPerCell": 3.64,
        "wl_mm": 3.39,
        "wl_per_cell_um": 13.7,
    },
    "setup_path": {
        "crit_type": "in -> out",
        "cp_common_cell": "buf_6",
        "required_ns": 0.80,
        "crit_path_max_incr_delay_ns": 0.24,
        "endpoint_kind": "primary output",
        "crit_chain": "buf_6 > buf_6 > buf_6 > or2b_1 > buf_4 > mux2i_1 > buf_2",
        "critPathSlowestCell": "or2b_1",
        "crit_family": "buffers and inverters",
        "path_max_fanout": 6,
        "crit_buf_inv": 5,
        "worstPathArrival_ns": 1.06,
        "critPathLaunchType": "input pin",
    },
    "place": {
        "io_buffers": 65,
        "place_inst": 234,
        "dpl_cell_area_um2": 1660,
        "place_ws_ns": -1.00,
        "globalplace.congestion": 0.792,
        "dp_hpwl_mm": 2.90,
    },
    "yosys": {
        "top_area_cell": "xnor3_1",
        "simple_gate_share_pct": 20.9,
        "yosysChipArea_um2": 785,
        "xor_area_share_pct": 55.0,
        "syn_area_um2": 785,
        "synthTopCellsByArea": "xnor3_1 (32%), mux2i_1 (23%), xnor2_1 (20%), nor2b_1 (8.8%), or2b_1 (4.8%)",
        "syn_inst": 80,
        "yosys-top-cells-count": "mux2i_1 (18), xnor2_1 (18), nor2b_1 (11), xnor3_1 (11), nand2_1 (7)",
        "logic_family": "XOR/XNOR gates",
        "top_cell_area_share_pct": 31.6,
        "syn_avg_cell_area_um2": 9.81,
        "yosys.area_share.adder_pct": 0,
        "ys_seq_share_pct": 0,
        "yosysUniqueCellTypes": 11,
        "aoi_share_pct": 0,
        "ys_cells": 80,
        "yosys_warnings": 2,
        "synthMuxAreaShare_pct": 23.0,
    },
    "timing": {
        "setup_ws_ns": -0.263,
        "finalMaxSlewViolations": 0,
        "max-slew-margin-rel_pct": 88.1,
        "setup_violations": 29,
        "max_freq_mhz": 792,
        "hold_slack_ns": 0.736,
        "worstMarginPinSlew_ns": 0.177,
        "rsz0062_at_grt": "true",
        "period_used_pct": 126,
        "hold_viol": 0,
        "layout_min_cycle_time_ns": 1.26,
    },
    "die": {
        "core_region_area_um2": 5540,
        "die_area_um2": 9220,
        "fp.dieW_um": 96,
        "core.rowCount": 27,
        "initial_core_util_pct": 14.2,
        "chipHeight_um": 96,
        "pin_count": 66,
    },
    "global_routing": {
        "grt_pass1_wl_mm": 5.09,
        "track_usage_pct": 7.07,
        "grt_max_degree": 7,
        "grt-ovfl-total": 0,
        "grt_pass1_vias": 941,
        "grt_antenna_before_repair": 0,
    },
    "power": {
        "peakVddDrop_mv": 0.194,
        "power.density_nw_per_um2": 468,
        "leakagePower_nw": 1.06,
    },
    "hold_path": {
        "holdPathEnd": "outputData[5]",
        "worst_hold_path_type": "in -> out",
        "min_from": "data[12]",
        "hold_path_depth": 4,
    },
    "final_layout": {
        "flop_area_um2": 0,
        "stdcell_area_um2": 1940,
        "final_cells": 247,
        "nFlopsAndLatches": 0,
        "drive_gt1_share_pct": 67.4,
        "area_growth_syn_to_layout_pct": 148,
        "clockBufferCount": 0,
    },
    "status": {
        "status": "finished with violations",
        "violations": "setup timing",
    },
    "run": {
        "maxCapViolCount": 0,
        "warnings": 35,
    },
}
-- cell usage in the layout (no fill, tap or decap) --
cell type        synthesis  final
buf_12                   0      1
xnor3_1                 11     11
nand2b_4                 0      2
mux2i_1                 18     18
buf_6                    0     28
buf_8                    0     18
nand2_1                  7      3
and2_1                   3      2
nand2_2                  0      3
nor2b_1                 11     11
buf_4                    0     11
xor2_1                   3      3
xnor2_4                  0      3
and2_4                   0      1
dlygate4sd2_1            0      1
clkbuf_2                 0      3
clkdlybuf4s15_2          0      2
xnor2_1                 18      3
buf_2                    1     33
nand2_4                  0      1
or2b_1                   5      5
xnor2_2                  0     12
-- per-stage QoR --
step                      util (%)  power (mW)  setup TNS, ns
after floorplan                  -       0.303              0
after global routing          35.1       0.988          -4.76
after global placement        29.9       0.836         -29.27
after CTS                     32.7       0.858          -3.45
after detailed placement      29.9       0.834         -29.10
final                         35.1       0.909          -3.28
-- area by class of cell --
type / instances / area (µm²)
fillers: 563 / 3600
multi-input cells: 78 / 955
well taps: 72 / 90.1
repair buffers: 97 / 900
-- worst max-delay path by stage --
stage / depth (start not counted) / slack, ns / startpoint / end
CTS: 7 / -0.27 / start / outputData[10]
global route: 7 / -0.32 / start / outputData[10]
finish: 7 / -0.26 / start / outputData[27]
-- timing repair --
| item | in CTS | in global routing |
|---|---|---|
| pin swaps | 25 | 9 |
| setup endpoints to repair | 32 | 32 |
| resized | 298 | 39 |
| setup buffers | 11 | 4 |
| hold buffers | 0 | 0 |
-- where the power goes --
part,internal (mW),switching (mW)
Sequential,0,0
Combinational,0.625,0.284
Clock,0,0
Total,0.625,0.284
-- per-layer routing --
layer / vias to the layer above / routed length [µm] / track usage, %
met1: 391 / 1330 / 8.68
met3: 0 / 489 / 3.85
met5: - / 0 / 0
met2: 40 / 1580 / 11.4
met4: 0 / 0 / 0
li1: 467 / - / -
-- logic make-up (layout without fill, tap and decap cells) --
logic type                count (synthesis)  count (layout)
xor gates and xnor gates                 32              32
and+or+nand+nor                          28              28
muxes                                    18              18
buffers and inverters                     2              97
Power is estimated from default activity; no workload was simulated.
