==> ./design.v <==
`timescale 1ns / 1ps
module Function3(
    input clk,
    input start,
    input [31:0] data,
    output [31:0] outputData
    );
    wire [31:0] shifted [2:0];
    rotr #(2) two (data,shifted[0]);
    rotr #(13) thirteen (data,shifted[1]);
    rotr #(22) twentytwo (data,shifted[2]);
    assign outputData = (start==1) ? (shifted[0]^shifted[1]^shifted[2]):32'bz;
endmodule
`timescale 1ns / 1ps
module Function6(
    input start,
    input [31:0] x,
    input [31:0] y,
    input [31:0] z,
    output [31:0] outputData
    );
    wire [31:0] xy;
    wire [31:0] xz;
    wire [31:0] yz;
    assign xy=x&y;
    assign xz=x&z;
    assign yz=y&z;
    assign outputData = (start==1) ? xy|xz|yz:31'bz;
endmodule
`timescale 1ns / 1ps
module TemporaryWordTwo(
    input clk,
    input rst,
    input [31:0] a,
    input [31:0] b,
    input [31:0] c,
    output [31:0] outputData 
    );
    wire [31:0] func6Output;
    wire [31:0] func4Output;
    Function3 func3(clk,rst,a,func4Output);
    Function6 maj(rst,a,b,c,func6Output);
    assign outputData = func4Output+func6Output;
endmodule
`timescale 1ns / 1ps
module rotr
#( parameter range=4)
(
    input [31:0] data,
    output [31:0] outData
    );
  assign outData[31-range:0] = data[31:range];
  assign outData[31-:range] = data[0+:range];
endmodule
==> ./run.sh <==
#!/bin/bash
# OpenROAD 26Q1-2900-gdf79404cd8, Yosys 0.63+post, stock flow scripts
make -C /OpenROAD-flow-scripts/flow DESIGN_CONFIG=/design/flow/config.mk WORK_HOME=/design/flow/orfs finish
==> ./config.mk <==
export PLATFORM = sky130hd
export DESIGN_NAME = TemporaryWordTwo
export DESIGN_NICKNAME = TemporaryWordTwo
export VERILOG_FILES = /design/flow/design.v
export SDC_FILE = /design/flow/constraint.sdc
export NUM_CORES = 4
export LEC_CHECK = 1
export CORE_UTILIZATION = 30
==> ./constraint.sdc <==
current_design TemporaryWordTwo

set clk_period 20.8
set clk_io_pct 0.2

create_clock -name clk0 -period $clk_period

set non_clock_inputs [all_inputs -no_clocks]
set_input_delay [expr $clk_period * $clk_io_pct] -clock clk0 $non_clock_inputs
set_output_delay [expr $clk_period * $clk_io_pct] -clock clk0 [all_outputs]
==> results.yml <==
# implementation run metrics
status:
  status: "completed"
job:
  warnings: 33
  cap_viol_max_count: 0
sta:
  setup-tns-final_ns: 0
  rsz0062_at_grt: "no"
  post-route-period-util_pct: 57.7
  worst_slack_ns: 8.79
  fmax_ghz: 0.0833
  hold_ws_ns: 9.58
  hold_viol_final: 0
  tightest_slew_ns: 0.557
  post-route-min-period_ns: 12.01
  setup_viol_count_final: 0
  slew_headroom_pct: 62.8
  timing_max_transition_violations_final: 0
layout:
  flops: 0
  seqCellArea_um2: 0
  drive_gt1_share_pct: 2.38
  final_common_cell: "clkdlybuf4s50_1"
  final_cells: 612
  clkbuf_count: 0
  fin_util_pct: 47.2
  final_layout_top_logic_cells: "clkdlybuf4s50_1 (129), xnor2_1 (77), nand2_1 (51)"
  area_delta_synth_final_pct: 51.8
pwr:
  swShare_pct: 42.7
  power.internal_w: 0.000110
  powerDensity_nw_per_um2: 46.9
  peakVddDrop_uv: 21.3
  p_seq_share_pct: 0
  power.switching_w: 0.0000823
  clkPwrFrac_pct: 0
  p_comb_share_pct: 100.0
  leakage_nw: 1.64
cts:
  cts_setup_buffers: 0
  cts_hold_buf: 0
  post_cts_resized: 0
critical_path:
  cp_cell_sequence: "clkdlybuf4s50_1 > xnor2_1 > xnor2_1 > ha_1 > fa_1 > a21o_1 > a221oi_2 > or4_4 > a21oi_4 > a31oi_1 > o21ai_1 > xnor2_1 > clkdlybuf4s50_1"
  crit_slowest_cell: "clkdlybuf4s50_1"
  crit_path_frequent_cell: "xnor2_1"
  endpoint_kind: "output port"
  arrival_ns: 7.85
  critPathBufInv: 2
  startpoint_type: "input port"
  critPathMaxStageDelay_ns: 0.67
  criticalPathCategory: "in -> out"
  cp_num_cells: 13
  critPathLaunch: "a[22]"
  cp-endpoint: "outputData[26]"
  cp.required_ns: 16.64
  cp_max_fo: 4
  cp_top_family: "AND-OR/OR-AND gates"
synthesis:
  netlist_area_um2: 2710
  seq_area_frac_synth_pct: 0
  synth_cell_types: 47
  ys_cells: 380
  avgSynthCellArea_um2: 7.13
  ys_area_um2: 2710
  synthCells: 380
  yosysWarnings: 34
detailed_routing:
  n_antenna_cell: 0
  drtIter0Drc: 90
  drc: 0
  avgRoutedWirePerCell_um: 15.8
  wl_um: 9680
  ant_nets: 0
  drtPass1Iterations: 4
  vias: 3192
  post_drt_via_cell_ratio: 5.22
global_routing:
  grt_pass1_vias: 3099
  overflow: 0
  grt_first_pass_wirelength_um: 15200
  track_usage_pct: 20.5
  grt_max_degree: 33
  antenna_found_initial: 0
placement:
  portBuffers: 129
  dpl.cell_count: 612
  preCtsSetupSlack_ns: 8.83
  hpwl_um: 8450
  place.gp.congestion: 0.939
floorplan:
  fp_util_pct: 31.1
  rows: 34
  core_um2: 8720
  top_level_ports: 130
  die_h_um: 97.0
  die_w_um: 97.0
  dieArea_um2: 9410
min_path:
  hp-class: "in -> out"
==> how the worst min path moves through the flow <==
| stage | start | slack [ns] | cells past startpoint | to |
|---|---|---|---|---|
| 6_report | c[0] | 9.58 | 5 | outputData[0] |
| 4_1_cts | c[0] | 9.59 | 5 | outputData[0] |
| 5_1_grt | c[0] | 9.68 | 5 | outputData[0] |
==> routing by layer <==
metal / track usage, % / up-vias / part of all wire, %
met3: 2.87 / 10 / 6.2
met4: 3.44 / 0 / 2.0
met5: 0 / - / 0
met1: 26.7 / 1415 / 46
met2: 36.2 / 118 / 46
li1: - / 1649 / -
==> power by group through the flow <==
stage | logic, W | clock network [W] | registers, W
after CTS | 0.000194 | 0 | 0
after global routing | 0.000213 | 0 | 0
final | 0.000193 | 0 | 0
==> cells by family (layout without fill, tap and decap cells) <==
family,Yosys count,count (layout),share of synthesized area (%)
buffers and inverters,10,134,1.66
AND/OR/NAND/NOR,82,82,13.5
XOR/XNOR,94,94,30.4
adder cells (fa/ha/maj),33,33,15.4
AND-OR/OR-AND,161,161,39.0
==> worst min-delay path: stages <==
cell and delay (ns):
clkdlybuf4s50_1 0.39, o21ai_0 0.07, a21boi_0 0.08, ha_1 0.30, clkdlybuf4s50_1 0.41
==> synthesized netlist by cell type (all sizes together), types with 2 or more instances <==
cell type	n	area, um2
xnor2	77	674
ha	31	388
o31ai	2	20.0
a211o	2	17.5
a21oi	25	136
inv	4	15.0
o21bai	5	37.5
a21boi	34	259
o21ai	52	264
nor3	2	10.0
nor2	9	33.8
clkbuf	5	18.8
nand2	51	191
a21o	16	121
and2	2	13.8
a221oi	3	32.5
o21a	3	22.5
xor2	17	149
a211oi	3	22.5
a31o	2	17.5
a311oi	2	17.5
nand3	6	30.0
a31oi	6	37.5
o211ai	2	15.0
and3	4	25.0
nand4	3	18.8
==> stage by stage <==
step	cell area [um2]	power [W]
after global placement	4110	0.000193
after detailed placement	4110	0.000193
after CTS	4110	0.000194
after global routing	4110	0.000213
final	4110	0.000193
after floorplan	2710	0.0000984
==> layout make-up <==
type	instances	area, um2
inverters	4	15.0
well taps	108	135
fillers	876	4610
repair buffers	130	1300
multi-input cells	370	2660
Power is estimated from default activity; no workload was simulated.
