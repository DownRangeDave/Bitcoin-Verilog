[config.mk]
export PLATFORM = sky130hd
export DESIGN_NAME = messagePrepare
export DESIGN_NICKNAME = messagePrepare
export VERILOG_FILES = /design/flow/design.v
export SDC_FILE = /design/flow/constraint.sdc
export NUM_CORES = 4
export LEC_CHECK = 1
export CORE_AREA = 10 10 635 635
export DIE_AREA = 0 0 645 645
[constraint.sdc]
current_design messagePrepare

set clk_period 1.0
set clk_io_pct 0.2

create_clock -name clk0 -period $clk_period [get_ports {clk}]

set non_clock_inputs [all_inputs -no_clocks]
set_input_delay [expr $clk_period * $clk_io_pct] -clock clk0 $non_clock_inputs
set_output_delay [expr $clk_period * $clk_io_pct] -clock clk0 [all_outputs]
[design.v]
`timescale 1ns / 1ps
module messagePrepare(
    input clk,
    input [639:0] header,
    output [1023:0] outputData
    );
    integer i;
    reg[2**10-1:0] padding;
    assign outputData = padding;
    always@(posedge clk) begin
        padding[1023:384] <= header;
        padding[382:10]<=0;  
        padding[383]<=1;  
        padding[7] <=1;
        padding[8] <=0;
        padding[6:0]<=0;  
        padding[9]<=1;
    end
endmodule
[run.sh]
#!/bin/bash
# OpenROAD 26Q1-2900-gdf79404cd8, Yosys 0.63+post, stock flow scripts
make -C /OpenROAD-flow-scripts/flow DESIGN_CONFIG=/design/flow/config.mk WORK_HOME=/design/flow/orfs finish
==> summary.txt <==
Implementation results. The most common cell in the synthesized netlist is sky130_fd_sc_hd__dfxtp_1. Violation tally from detailed-route iteration zero landed at 621. Walking the worst path, the cells encountered are buf_6.

Clock-pin slew reported for the worst setup and hold paths after clock tree synthesis landed at 60 ps. After layout, the minimum clock period comes to 1638 ps. Cell row count landed at 229. Warnings reported by Yosys during synthesis add up to 1.

Internal power summed over all cells landed at 57660 uW. Count of buffers added by post-CTS timing repair for setup landed at 0. Number of violations of the max-capacitance limit landed at 0. Of all nets on the critical path, the largest fanout is 1. The synthesized netlist contains 3 unique library cells. The first global-routing pass estimated 318.6 mm of wire. The overall die size recorded for this design is 0.4160 mm2. Wires add up to 283.4 mm. Number of warnings in the stage logs landed at 27. Global route total overflow landed at 0. Floorplan die height landed at 645 um. The final power report lists total power as 79710 uW. Number of top-level pins landed at 1665. The number of global-route vias before repair was 16.57k.

Count of port buffers added during placement landed at 1280. The flow ran to the end, but the final reports show violations. In the synthesized netlist, the number of instances is 1026. Count of final max-slew check failures landed at 0.

In this run, the synthesized area fraction spent on adder and majority cells is recorded as 0. Per the OpenROAD power report, switching power amounts to 22050 uW. The tightest hold path in the finished design has a slack of 22.66 ps. Area figure in the yosys stat output landed at 0.01570 mm2. The final reports fail on setup timing. For hold timing, the worst endpoint is padding[877]$_DFF_P_. Setup repair after global routing could not meet its margin everywhere. Fill cell total of the finished layout landed at 44.01k. The register with the most flip-flops in the layout has 640 of them.

Half-perimeter wire length after placement landed at 261.9 mm. The timing report gives the biggest stage delay along the critical path as 430 ps. Post-synthesis share of cell area spent on and, or, nand and nor gates landed at 0. In this run the VDD rail shows a maximum IR drop of 0.001360 V.

Number of detailed-routing iterations run before antenna repair landed at 4. Switching part of the total power landed at 0.2766. The worst hold path begins at header[493]. Post-route setup TNS landed at -301620 ps. In this run, the synthesized area fraction spent on xor and xnor cells is recorded as 0. Average routed wire per standard cell landed at 33.81 um.

Initial antenna violation count landed at 350. Entering global routing, the biggest net connects 16 pins. Yosys attributes the largest share of cell area to sky130_fd_sc_hd__dfxtp_1 82%, sky130_fd_sc_hd__buf_4 18%, sky130_fd_sc_hd__conb_1 0.048%. Share of power burned in registers landed at 0.350. In this run the standard cell core region covers 0.3891 mm2. The synthesized netlist was found by Yosys to have 1026 cells. In this run the worst hold path is classified as input pin to flop. Core utilization before placement landed at 0.04036. In the synthesized netlist, the dominant kind of combinational cell is buffers and inverters. The cell area that synthesis handed to floorplanning was 0.01570 mm2. Combined buffer and inverter count along the critical path landed at 1. Clock network fraction of design power landed at 0.498. For this block, the via count after detailed routing is 15.70k. Horizontal die dimension landed at 645 um. Number of flops mapped to enable cells by yosys landed at 0. The largest registers in the layout are padding (640). Yosys reported a register bit count of 640. Share of cells above drive strength 1 landed at 0.4047. In the finished design, the share of the clock period the worst path needs comes to 1.638. Endpoint arrival time on the critical path landed at 1440 ps. Of the post-synthesis cell area, the dominant cell type holds 0.8159.

Sorting the synthesized cells by how often they occur yields 640 x sky130_fd_sc_hd__dfxtp_1, 384 x sky130_fd_sc_hd__buf_4, 2 x sky130_fd_sc_hd__conb_1. The power report attributes to the combinational group a share of 0.152. H-tree depth landed at 3. Total DRC errors in the routed layout landed at 0. Of all flip-flops after synthesis, the portion carrying an async set or reset was 0. The cell type that accounts for the most area after synthesis is sky130_fd_sc_hd__dfxtp_1. Number of hold violations in the final report landed at 0. The synthesis report names the predominant flop master as sky130_fd_sc_hd__dfxtp_1. The global routing report lists combined usage of all routing layers as 0.1337.

The clock net in this run drives a total of 640 sinks. Multiplexer area fraction after synthesis landed at 0. In this run the remaining antenna-violating nets after routing total 0. The slowest stage of the critical path is the sky130_fd_sc_hd__dfxtp_4 cell.

The tree is rooted in a sky130_fd_sc_hd__clkbuf_16. Growth of design area from synthesis to finish landed at 194.7%. The critical path endpoint has a required time of 800 ps. Area share of and-or/or-and cells after synthesis landed at 0.

Per-cell via count in the routed design landed at 1.873. Cell depth of the worst min-delay path landed at 1. Across all setup checks in the final design, the least slack found is -637.5 ps.

TritonCTS built the clock tree. Looking at the setup timing report, the critical path kind is flop to output pin. STA classifies the critical path startpoint as a flop.

The most critical setup path has its startpoint at padding[786]$_DFF_P_. Static leakage power landed at 0.01796 uW. Global placer's final weighted congestion landed at 0.9108. A synthesized cell averages 15.30 um2. The number of clock buffers added by TritonCTS is 102. On the critical path the largest part of the delay comes from flip-flops. Maximum buffer depth of the clock tree landed at 4. The final report lists the setup-violating endpoint count as 640. Per the timing report, the achievable frequency comes out to 0.6107 GHz.

Per Yosys stat, the portion of area used by sequential elements is 0.8159. In this run the power density over the cells is 1722 mW/mm2. STA classifies the critical path endpoint as an output pin. More flip-flops sit in one register than any other, and that register is padding.
## routing by layer
| layer | track usage | part of all wire | up-vias |
|---|---|---|---|
| met3 | 0.07522 | 0.12 | 686 |
| li1 | - | - | 6547 |
| met5 | 0 | 0.0013 | - |
| met2 | 0.2565 | 0.54 | 1459 |
| met4 | 0.01712 | 0.028 | 56 |
| met1 | 0.1248 | 0.31 | 6955 |
## power by group through the flow
stage                 Sequential (uW)  Combinational, uW  Clock [uW]
final                           27900              12100       39700
after CTS                       27900              12900       41800
after global routing            28000              12900       42300
## timing repair
item | in CTS | in global routing
endpoints found under the setup margin | 640 | 640
resized | 1531 | 69
endpoints found under the hold margin | 630 | 0
hold buffers | 630 | 0
## per-stage QoR
step | util | cells | setup WS (ps) | area (um2)
2_1_floorplan | - | 1408 | 538.5 | 17140
3_3_place_gp | 0.09419 | 7506 | -656.0 | 36650
3_5_place_dp | 0.09419 | 7506 | -647.6 | 36650
4_1_cts | 0.1179 | 8318 | -795.5 | 45890
5_1_grt | 0.1187 | 8344 | -734.9 | 46180
6_report | 0.1189 | 8384 | -637.5 | 46280
## cell families (layout without fill, tap and decap cells)
logic type   after synthesis  after routing
buf+inv                  384           2097
flops                    640            640
other cells                2            450
## area by class of cell
cell class | count | area, um2 | share of cell area
Multi-Input combinational cell | 384 | 1441 | 0.03115
Timing Repair Buffer | 1915 | 21170 | 0.4574
Antenna cell | 66 | 165.2 | 0.003569
Clock buffer | 130 | 2828 | 0.06110
Clock inverter | 52 | 753.2 | 0.01628
Tap cell | 5197 | 6502 | 0.1405
Sequential cell | 640 | 13420 | 0.2900
## worst max-delay path by stage
stage                 end  depth (start not counted)
5_1_grt   outputData[539]                          1
6_report  outputData[786]                          1
4_1_cts   outputData[539]                          1
## layout by cell type (no fill, tap or decap)
| master | instances |
|---|---|
| sky130_fd_sc_hd__buf_6 | 82 |
| sky130_fd_sc_hd__dfxtp_2 | 428 |
| sky130_fd_sc_hd__clkinvlp_4 | 5 |
| sky130_fd_sc_hd__buf_8 | 3 |
| sky130_fd_sc_hd__clkinv_2 | 10 |
| sky130_fd_sc_hd__dfxtp_1 | 193 |
| sky130_fd_sc_hd__inv_8 | 3 |
| sky130_fd_sc_hd__buf_4 | 6 |
| sky130_fd_sc_hd__buf_12 | 311 |
| sky130_fd_sc_hd__clkbuf_8 | 17 |
| sky130_fd_sc_hd__dlygate4sd3_1 | 630 |
| sky130_fd_sc_hd__inv_6 | 8 |
| sky130_fd_sc_hd__dfxtp_4 | 19 |
| sky130_fd_sc_hd__buf_2 | 243 |
| sky130_fd_sc_hd__bufinv_16 | 14 |
| sky130_fd_sc_hd__clkinv_8 | 2 |
| sky130_fd_sc_hd__clkinv_16 | 1 |
| sky130_fd_sc_hd__diode_2 | 66 |
| sky130_fd_sc_hd__clkbuf_16 | 102 |
| sky130_fd_sc_hd__clkdlybuf4s50_1 | 640 |
| sky130_fd_sc_hd__clkbuf_1 | 11 |
| sky130_fd_sc_hd__clkinv_4 | 9 |
| sky130_fd_sc_hd__conb_1 | 384 |
Power figures rest on the tool's default switching activity, not on a simulated workload.
